## flow/config.mk

```make
export PLATFORM = sky130hd
export DESIGN_NAME = snn_top
export DESIGN_NICKNAME = snn_top
export VERILOG_FILES = /design/flow/design.v
export SDC_FILE = /design/flow/constraint.sdc
export NUM_CORES = 4
export LEC_CHECK = 1
export CORE_UTILIZATION = 40
```

## flow/design.v

```verilog
module lif_neuron #(
    parameter THRESHOLD = 16'd1000,
    parameter LEAK_SHIFT = 3
)(
    input wire clk,
    input wire rst_n,
    input wire update_enable,
    input wire signed [15:0] input_sum, 
    output reg fire,
    output reg signed [15:0] potential
);
    wire signed [16:0] calc_potential;
    assign calc_potential = {potential[15], potential} 
                          - {potential[15], (potential >>> LEAK_SHIFT)} 
                          + {input_sum[15], input_sum};
    always @(posedge clk or negedge rst_n) begin
        if (!rst_n) begin
            potential <= 0;
            fire <= 0;
        end else if (update_enable) begin
            if (calc_potential >= $signed({1'b0, THRESHOLD})) begin
                fire <= 1;
                potential <= 0;       
            end else if (calc_potential < 0) begin
                fire <= 0;
                potential <= 0;      
            end else begin
                fire <= 0;
                potential <= calc_potential[15:0];
            end
        end else begin
            fire <= 0;  
        end
    end
endmodule
`timescale 1ns / 1ps
module snn_core #(
    parameter NUM_INPUTS = 256
)(
    input wire clk,
    input wire rst_n,
    input wire program_mode,                
    input wire [$clog2(NUM_INPUTS)-1:0] prog_addr,
    input wire signed [7:0] prog_data,
    input wire prog_wr_en,
    input wire start_tick,                
    input wire spike,                       
    output wire neuron_fire,                
    output wire signed [15:0] monitor_potential,  
    output reg busy                         
);
    reg [$clog2(NUM_INPUTS):0] synapse_idx; 
    reg signed [15:0] current_sum;
    wire signed [7:0] weight_from_ram;
    wire lif_fire;
    reg lif_update_en;
    wire [$clog2(NUM_INPUTS)-1:0] ram_addr_mux;
    wire ram_we_mux;
    assign ram_addr_mux = (program_mode) ? prog_addr  : synapse_idx[$clog2(NUM_INPUTS)-1:0];
    assign ram_we_mux   = (program_mode) ? prog_wr_en : 1'b0;
    synaptic_ram #(.NUM_SYNAPSES(NUM_INPUTS)) syn_ram_inst (
        .clk(clk),
        .write_enable(ram_we_mux),
        .address(ram_addr_mux),
        .data_in(prog_data),
        .weight_out(weight_from_ram)
    );
    lif_neuron #(.THRESHOLD(16'd1000), .LEAK_SHIFT(3)) neuron_inst (
        .clk(clk), .rst_n(rst_n),
        .update_enable(lif_update_en),
        .input_sum(current_sum),
        .fire(neuron_fire),
        .potential(monitor_potential)
    );
    localparam STATE_IDLE    = 2'd0;
    localparam STATE_PROCESS = 2'd1;
    localparam STATE_UPDATE  = 2'd2;
    reg [1:0] state;
    always @(posedge clk or negedge rst_n) begin
        if (!rst_n) begin
            state <= STATE_IDLE;
            synapse_idx <= 0;
            current_sum <= 0;
            busy <= 0;
            lif_update_en <= 0;
        end else begin
            if (program_mode) begin
                state <= STATE_IDLE;
                busy <= 0;
                lif_update_en <= 0;
            end else begin
                lif_update_en <= 0; 
                case (state)
                    STATE_IDLE: begin
                        busy <= 0;
                        if (start_tick) begin
                            state <= STATE_PROCESS;
                            synapse_idx <= 0;
                            current_sum <= 0;
                            busy <= 1;
                        end
                    end
                    STATE_PROCESS: begin
                        if (synapse_idx > 0) begin
                            if (spike) begin 
                                current_sum <= current_sum + weight_from_ram;
                            end
                        end
                        if (synapse_idx == NUM_INPUTS) begin
                            state <= STATE_UPDATE;
                        end else begin
                            synapse_idx <= synapse_idx + 1;
                        end
                    end
                    STATE_UPDATE: begin
                        lif_update_en <= 1; 
                        state <= STATE_IDLE;
                    end
                    default: state <= STATE_IDLE;
                endcase
            end
        end
    end
endmodule
`timescale 1ns / 1ps
module snn_top #(
    parameter NUM_INPUTS = 256
)(
    input wire clk,
    input wire rst_n,
    input wire program_mode,              
    input wire [$clog2(NUM_INPUTS)-1:0] prog_addr,
    input wire signed [7:0] prog_weight_data,
    input wire prog_weight_we,
    input wire start_tick,
    input wire [7:0] pixel_val,     
    output wire neuron_fire,
    output wire signed [15:0] monitor_potential,
    output wire busy
);
    wire [7:0] rng_val;
    wire current_spike;
    assign current_spike = (pixel_val > rng_val) ? 1'b1 : 1'b0;
    xor_shift_rng rng_inst (
        .clk(clk), 
        .rst_n(rst_n), 
        .random_out(rng_val)
    );
    snn_core #(.NUM_INPUTS(NUM_INPUTS)) core_inst (
        .clk(clk),
        .rst_n(rst_n),
        .program_mode(program_mode),
        .prog_addr(prog_addr),
        .prog_data(prog_weight_data),
        .prog_wr_en(prog_weight_we),
        .start_tick(start_tick),
        .spike(current_spike),            
        .neuron_fire(neuron_fire),
        .monitor_potential(monitor_potential),
        .busy(busy)
    );
endmodule
module synaptic_ram #(
    parameter NUM_SYNAPSES = 256,
    parameter WEIGHT_WIDTH = 8
)(
    input wire clk,
    input wire write_enable,
    input wire [$clog2(NUM_SYNAPSES)-1:0] address,
    input wire signed [WEIGHT_WIDTH-1:0] data_in,
    output reg signed [WEIGHT_WIDTH-1:0] weight_out  
);
    reg signed [WEIGHT_WIDTH-1:0] memory [0:NUM_SYNAPSES-1];
    always @(posedge clk) begin
        if (write_enable) begin
            memory[address] <= data_in;
        end
        weight_out <= memory[address]; 
    end
endmodule
module xor_shift_rng (
    input wire clk,
    input wire rst_n,
    output reg [7:0] random_out
);
    reg [31:0] state;
    wire [31:0] shift1 = state ^ (state << 13);
    wire [31:0] shift2 = shift1 ^ (shift1 >> 17);
    wire [31:0] shift3 = shift2 ^ (shift2 << 5);
    always @(posedge clk or negedge rst_n) begin
        if (!rst_n) begin
            state <= 32'd2463534242;  
            random_out <= 0;
        end else begin
            state <= shift3;
            random_out <= shift3[7:0];  
        end
    end
endmodule
```

## flow/constraint.sdc

```tcl
current_design snn_top

set clk_period 28.5
set clk_io_pct 0.2

create_clock -name clk0 -period $clk_period [get_ports {clk}]

set non_clock_inputs [all_inputs -no_clocks]
set_input_delay [expr $clk_period * $clk_io_pct] -clock clk0 $non_clock_inputs
set_output_delay [expr $clk_period * $clk_io_pct] -clock clk0 [all_outputs]
```

## flow/run.sh

```bash
#!/bin/bash
# OpenROAD 26Q1-2900-gdf79404cd8, Yosys 0.63+post, stock flow scripts
make -C /OpenROAD-flow-scripts/flow DESIGN_CONFIG=/design/flow/config.mk WORK_HOME=/design/flow/orfs finish
```

==> results_dict.tcl <==
# yosys + openroad results
set metrics [dict create \
    syn2layout_area_growth_pct 13.33 \
    synth_chip_area_mm2 0.08609 \
    gp_congestion 1.052 \
    async_reset_ff_frac 0.03835 \
    yosys.area_share.aoi 0.04408 \
    chipArea_mm2 0.2171 \
    cts_tree "built" \
    dp_slack_ns 16.78 \
    dp_hpwl_mm 179.4 \
    cts.sinks 2138 \
    synth-xor-area-share 0.009258 \
    syn_inst 5641 \
    peakVddDrop_mv 0.05867 \
    hold_path.class "reg2reg" \
    crit_top_cell "buf_4" \
    fin_skew_ns 0.04837 \
    vias 51900 \
    crit_buf_inv 4 \
    max_freq_ghz 0.09155 \
    die_h_um 465.9 \
    worst_setup_path_start_kind "input port" \
    ctsHoldBuffers 0 \
    synth_top_flop_cell "edfxtp_1" \
    grt_max_degree 114 \
    viasPerCell 5.873 \
    relSlewSlack 0.01926 \
    setup_violations 0 \
    p_leak_nw 32.06 \
    slowest_stage "o21ai_0" \
    fin_ws_ns 17.58 \
    initCoreUtil 0.4043 \
    setup_tns_ns 0 \
    worst-path-max-fanout 56 \
    antenna_found_initial 16 \
    synthAdderAreaFrac 0.009825 \
    power.density_mw_per_mm2 71.40 \
    clkTransAtPathRegs_ns 0.06 \
    io_pins 47 \
    grt_overflow 0 \
    synth.avg_cell_area_um2 15.26 \
    syn_area_mm2 0.08609 \
    ys_cells 5641 \
    drt_pass1_iterations 6 \
    clk_latency_ns 0.87 \
    status "complete, no violations" \
    grtUsageTotal 0.2826 \
    edf_count 2048 \
    path_cells "clkdlybuf4s50_1 -> mux2_8 -> buf_4 -> buf_4 -> buf_4 -> mux4_2 -> a22o_1 -> o21ai_0 -> nand4_1 -> nor4_1 -> nand3b_1" \
    rsz0062_at_grt "false" \
    crit_path_max_incr_delay_ns 0.89 \
    htreeDepth 4 \
    arrival_ns 11.65 \
    yosys.area_share.simple 0.1066 \
    ant_nets 0 \
    rows 169 \
    logic_family "simple AND/OR/NAND/NOR gates" \
    cts_buffer_depth 3 \
    min_period_ns 10.92 \
    ys.flops 2138 \
    root_buffer "clkbuf_16" \
    grt_first_pass_wirelength_mm 394.6 \
    drive_gt1_frac 0.1435 \
    die_x_um 465.9 \
    crit_family "buffers and inverters" \
    drt-total-wl_mm 277.8 \
    yosysWarnings 4 \
    worst_pin_slew_ns 1.452 \
    maxCapViolCount 0 \
    log.warning_count 30 \
    post_cts_buffers 0 \
    drc 0 \
    synth.distinct_cells 78 \
    final-hold-violation-count 0 \
    drt_first_iter_violations 4144 \
    core-area_mm2 0.2129 \
    wire_per_inst_um 31.44 \
    cts_repair_resize_count 0 \
    critPathKind "in2reg" \
    critPathRequiredTime_ns 29.23 \
    post-route-period-util 0.3832 \
    ys_seq_share 0.7403 \
    synth.area.mux_share 0.06789 \
    cp-end-kind "flop" \
    drv_slew 0 \
    first_global_vias 53790 \
    port_buffers 46 \
    cts_made_buffers 208 \
]
-- cells in the mapped netlist, drive strengths merged, types with 5 or more instances --
cell type,number,area (um2)
a211oi,11,82.58
a21o,18,135.1
a21oi,68,340.3
a22o,20,175.2
a22oi,64,480.5
a311oi,65,569.3
a31oi,80,500.5
a32oi,62,543.0
a41oi,8,70.07
and3,93,581.8
and3b,6,52.55
buf,214,1150
clkbuf,119,446.7
dfrtp,67,1677
dfstp,15,394.1
dfxtp,8,160.2
edfxtp,2048,61500
fa,16,320.3
ha,42,525.5
inv,80,300.3
mux2,6,71.31
mux2i,57,570.6
mux4,231,5202
nand2,1100,4129
nand2b,5,31.28
nand3,360,1802
nand4,113,706.9
nor2,362,1364
nor2b,7,43.79
nor3,23,115.1
nor3b,6,45.04
nor4,13,81.33
o2111ai,10,87.58
o211ai,13,97.59
o21ai,49,245.2
o22ai,24,150.1
or2,6,37.54
or3,5,31.28
xnor2,66,578.1
xor2,25,219.0
-- sequential cells by signal (all words and copies together), names as in the netlist --
register                           flops
core_inst.syn_ram_inst.memory       2048
core_inst.state                        3
core_inst.neuron_inst.fire             1
core_inst.busy                         1
core_inst.neuron_inst.potential       16
rng_inst.random_out                    8
rng_inst.state                        27
core_inst.lif_update_en                1
core_inst.synapse_idx                  9
core_inst.syn_ram_inst.weight_out      8
core_inst.current_sum                 16
-- cell families (layout without fill, tap and decap cells) --
logic type      after synthesis  in the layout
flops                      2138           2138
xor+xnor                     91             91
compound gates              528            528
buf+inv                     413            784
other cells                   0              4
fa+ha+maj                    58             58
mux                         294            294
simple gates               2119           2119
-- worst paths after layout --
check,startpoint,endpoint,slack (ns),cells after the start
worst max-delay path,prog_addr[0],core_inst.syn_ram_inst.weight_out[6],17.58,11
worst min-delay path,core_inst.state[1],core_inst.state[0],0.48,2
worst max register to register,core_inst.synapse_idx[1],core_inst.syn_ram_inst.weight_out[3],22.55,11
worst min register to register,core_inst.state[1],core_inst.state[0],0.48,2
max in group asynchronous,rst_n,core_inst.neuron_inst.potential[9],22.71,2
min in group asynchronous,rst_n,rng_inst.state[30],4.75,1
-- cell usage in the layout (no fill, tap or decap), types with 66 or more instances in the layout --
cell	n
a21oi_1	68
a31oi_1	80
and3_1	93
buf_4	274
clkbuf_16	211
dfrtp_1	67
edfxtp_1	2048
inv_1	80
mux4_2	231
nand2_1	1100
nand3_1	360
nand4_1	113
nor2_1	350
xnor2_1	66
-- per-stage QoR --
stage,hold slack [ns],util,cell area (um2),total power (W),std cells
CTS,0.4809,0.4581,97550,0.006984,8833
detailed placement,0.4654,0.4268,90870,0.004304,8454
global route,0.5320,0.4582,97560,0.007162,8835
floorplan,0.4372,-,86090,0.003986,5641
finish,0.4762,0.4582,97570,0.006966,8837
global placement,0.4620,0.4268,90870,0.004297,8454
-- worst register-to-register path, stage by stage, from the launching register on --
cell     delay [ns]
dfrtp_1        0.65
mux2_8         0.48
buf_4          0.49
buf_4          0.61
buf_4          0.61
buf_4          0.61
buf_4          0.59
mux4_2         0.40
a22oi_1        0.34
a22oi_1        0.18
a221o_1        0.40
or4_1          0.51
-- cell type report --
type                    instances  area (um2)
repair buffers                325        2653
diodes                          4       10.01
multi-input cells            3090       20670
clock inverters               116        1141
inverters                      80       300.3
clock buffers                 263        5534
fillers                     17900      115400
flip-flops and latches       2138       63730
well taps                    2821        3530
-- report_power, final --
part / total [W] / switching (W) / leakage [nW] / internal (W)
registers: 0.00347 / 0.0000211 / 19.6 / 0.00345
logic: 0.000782 / 0.000534 / 9.24 / 0.000248
clock network: 0.00271 / 0.00118 / 3.26 / 0.00153
total: 0.00697 / 0.00174 / 32.1 / 0.00523
-- metal layers --
layer | GRT usage | routed length [um] | vias to the layer above
met2 | 0.3823 | 120600 | 3595
met3 | 0.2411 | 54380 | 611
li1 | - | - | 21990
met5 | 0.05907 | 1761 | -
met4 | 0.1105 | 14810 | 46
met1 | 0.3226 | 86240 | 25650
Power is estimated from default activity; no workload was simulated.
