### flow/config.mk
export PLATFORM = sky130hd
export DESIGN_NAME = network
export DESIGN_NICKNAME = network
export VERILOG_FILES = /design/flow/design.v
export SDC_FILE = /design/flow/constraint.sdc
export NUM_CORES = 4
export LEC_CHECK = 1
export CORE_UTILIZATION = 40
export SYNTH_MEMORY_MAX_BITS = 65536
### flow/constraint.sdc
current_design network

set clk_period 47.2
set clk_io_pct 0.2

create_clock -name clk0 -period $clk_period [get_ports {clk}]

set non_clock_inputs [all_inputs -no_clocks]
set_input_delay [expr $clk_period * $clk_io_pct] -clock clk0 $non_clock_inputs
set_output_delay [expr $clk_period * $clk_io_pct] -clock clk0 [all_outputs]
### flow/design.v
module lif_neuron #(
    parameter THRESHOLD = 16'd1000,
    parameter LEAK_SHIFT = 3
)(
    input wire clk,
    input wire rst_n,
    input wire update_enable,
    input wire signed [15:0] input_sum, 
    output reg fire,
    output reg signed [15:0] potential
);
    wire signed [16:0] calc_potential;
    assign calc_potential = {potential[15], potential} 
                          - {potential[15], (potential >>> LEAK_SHIFT)} 
                          + {input_sum[15], input_sum};
    always @(posedge clk or negedge rst_n) begin
        if (!rst_n) begin
            potential <= 0;
            fire <= 0;
        end else if (update_enable) begin
            if (calc_potential >= $signed({1'b0, THRESHOLD})) begin
                fire <= 1;
                potential <= 0;       
            end else if (calc_potential < 0) begin
                fire <= 0;
                potential <= 0;      
            end else begin
                fire <= 0;
                potential <= calc_potential[15:0];
            end
        end else begin
            fire <= 0;  
        end
    end
endmodule
`timescale 1ns / 1ps
module network #(
    parameter NUM_INPUTS = 256,
    parameter NUM_NEURONS = 10
)(
    input wire clk,
    input wire rst_n,
    input wire program_mode,              
    input wire [$clog2(NUM_NEURONS)-1:0] prog_neuron_addr,
    input wire [$clog2(NUM_INPUTS)-1:0] prog_addr,
    input wire signed [7:0] prog_weight_data,
    input wire prog_weight_we,
    input wire start_tick,
    input wire [7:0] pixel_val,    
    output wire [NUM_NEURONS-1:0] neuron_fire,
    output wire [(NUM_NEURONS*16)-1:0] monitor_potential_bus,
    output wire busy
);
    wire [7:0] rng_val;
    wire raw_spike;
    reg [NUM_NEURONS-1:0] spike_sr;
    reg [NUM_NEURONS-1:0] start_tick_sr;
    wire [NUM_NEURONS-1:0] busy_array;
    assign busy = |busy_array; 
    assign raw_spike = (pixel_val > rng_val);
    always @(posedge clk or negedge rst_n) begin
        if (!rst_n) begin
            spike_sr <= 0;
            start_tick_sr <= 0;
        end else begin
            spike_sr[0] <= raw_spike;
            start_tick_sr[0] <= start_tick;
            for (integer i = 1; i < NUM_NEURONS; i = i + 1) begin
                spike_sr[i] <= spike_sr[i-1];
                start_tick_sr[i] <= start_tick_sr[i-1];
            end
        end
    end
    xor_shift_rng rng_inst (
        .clk(clk), 
        .rst_n(rst_n), 
        .random_out(rng_val)
    );
    genvar n;
    generate
        for (n = 0; n < NUM_NEURONS; n = n + 1) begin : gen_neurons
            wire local_we = (program_mode && (prog_neuron_addr == n)) ? prog_weight_we : 1'b0;
            wire local_start_tick = (n == 0) ? start_tick : start_tick_sr[n-1];
            snn_core #(.NUM_INPUTS(NUM_INPUTS)) core_inst (
                .clk(clk),
                .rst_n(rst_n),
                .program_mode(program_mode),
                .prog_addr(prog_addr),
                .prog_data(prog_weight_data),
                .prog_wr_en(local_we),
                .start_tick(local_start_tick),
                .spike(spike_sr[n]),
                .neuron_fire(neuron_fire[n]),
                .monitor_potential(monitor_potential_bus[(n*16) +: 16]),
                .busy(busy_array[n])
            );
        end
    endgenerate
endmodule
`timescale 1ns / 1ps
module snn_core #(
    parameter NUM_INPUTS = 256
)(
    input wire clk,
    input wire rst_n,
    input wire program_mode,                
    input wire [$clog2(NUM_INPUTS)-1:0] prog_addr,
    input wire signed [7:0] prog_data,
    input wire prog_wr_en,
    input wire start_tick,                
    input wire spike,                       
    output wire neuron_fire,                
    output wire signed [15:0] monitor_potential,  
    output reg busy                         
);
    reg [$clog2(NUM_INPUTS):0] synapse_idx; 
    reg signed [15:0] current_sum;
    wire signed [7:0] weight_from_ram;
    wire lif_fire;
    reg lif_update_en;
    wire [$clog2(NUM_INPUTS)-1:0] ram_addr_mux;
    wire ram_we_mux;
    assign ram_addr_mux = (program_mode) ? prog_addr  : synapse_idx[$clog2(NUM_INPUTS)-1:0];
    assign ram_we_mux   = (program_mode) ? prog_wr_en : 1'b0;
    synaptic_ram #(.NUM_SYNAPSES(NUM_INPUTS)) syn_ram_inst (
        .clk(clk),
        .write_enable(ram_we_mux),
        .address(ram_addr_mux),
        .data_in(prog_data),
        .weight_out(weight_from_ram)
    );
    lif_neuron #(.THRESHOLD(16'd1000), .LEAK_SHIFT(3)) neuron_inst (
        .clk(clk), .rst_n(rst_n),
        .update_enable(lif_update_en),
        .input_sum(current_sum),
        .fire(neuron_fire),
        .potential(monitor_potential)
    );
    localparam STATE_IDLE    = 2'd0;
    localparam STATE_PROCESS = 2'd1;
    localparam STATE_UPDATE  = 2'd2;
    reg [1:0] state;
    always @(posedge clk or negedge rst_n) begin
        if (!rst_n) begin
            state <= STATE_IDLE;
            synapse_idx <= 0;
            current_sum <= 0;
            busy <= 0;
            lif_update_en <= 0;
        end else begin
            if (program_mode) begin
                state <= STATE_IDLE;
                busy <= 0;
                lif_update_en <= 0;
            end else begin
                lif_update_en <= 0; 
                case (state)
                    STATE_IDLE: begin
                        busy <= 0;
                        if (start_tick) begin
                            state <= STATE_PROCESS;
                            synapse_idx <= 0;
                            current_sum <= 0;
                            busy <= 1;
                        end
                    end
                    STATE_PROCESS: begin
                        if (synapse_idx > 0) begin
                            if (spike) begin 
                                current_sum <= current_sum + weight_from_ram;
                            end
                        end
                        if (synapse_idx == NUM_INPUTS) begin
                            state <= STATE_UPDATE;
                        end else begin
                            synapse_idx <= synapse_idx + 1;
                        end
                    end
                    STATE_UPDATE: begin
                        lif_update_en <= 1; 
                        state <= STATE_IDLE;
                    end
                    default: state <= STATE_IDLE;
                endcase
            end
        end
    end
endmodule
module synaptic_ram #(
    parameter NUM_SYNAPSES = 256,
    parameter WEIGHT_WIDTH = 8
)(
    input wire clk,
    input wire write_enable,
    input wire [$clog2(NUM_SYNAPSES)-1:0] address,
    input wire signed [WEIGHT_WIDTH-1:0] data_in,
    output reg signed [WEIGHT_WIDTH-1:0] weight_out  
);
    reg signed [WEIGHT_WIDTH-1:0] memory [0:NUM_SYNAPSES-1];
    always @(posedge clk) begin
        if (write_enable) begin
            memory[address] <= data_in;
        end
        weight_out <= memory[address]; 
    end
endmodule
module xor_shift_rng (
    input wire clk,
    input wire rst_n,
    output reg [7:0] random_out
);
    reg [31:0] state;
    wire [31:0] shift1 = state ^ (state << 13);
    wire [31:0] shift2 = shift1 ^ (shift1 >> 17);
    wire [31:0] shift3 = shift2 ^ (shift2 << 5);
    always @(posedge clk or negedge rst_n) begin
        if (!rst_n) begin
            state <= 32'd2463534242;  
            random_out <= 0;
        end else begin
            state <= shift3;
            random_out <= shift3[7:0];  
        end
    end
endmodule
### flow/run.sh
#!/bin/bash
# OpenROAD 26Q1-2900-gdf79404cd8, Yosys 0.63+post, stock flow scripts
make -C /OpenROAD-flow-scripts/flow DESIGN_CONFIG=/design/flow/config.mk WORK_HOME=/design/flow/orfs finish
==> node_exporter_impl.prom <==
# HELP chip_impl_metric Physical implementation figures
# TYPE chip_impl_metric gauge
chip_impl_info{name="outcome",value="finished clean"} 1
chip_impl_metric{name="grt_use_met3",unit=""} 0.1926
chip_impl_info{name="cp_cell_sequence",value="buf_8, buf_4, buf_4, buf_4, buf_4, mux2i_4, buf_4, buf_4, buf_4, buf_4, mux4_2, mux4_2, nor2b_1, nor4_1, buf_4, nand4_1"} 1
chip_impl_metric{name="reg2regPathDepth",unit=""} 14
chip_impl_metric{name="ir_drop",unit="uV"} 47.71
chip_impl_metric{name="drt_iter0_drcs",unit=""} 27120
chip_impl_metric{name="count_of_fill_cells_added_during_filler_insertion",unit=""} 168900
chip_impl_metric{name="finalWorstPathRequiredPeriod",unit="ps"} 16140
chip_impl_metric{name="area.growth.synth_to_final",unit="%"} 13.19
chip_impl_info{name="rsz0062_at_grt",value="false"} 1
chip_impl_metric{name="synth_flops",unit=""} 21080
chip_impl_metric{name="drt_wl_total",unit="um"} 2190000
chip_impl_metric{name="place_ws",unit="ps"} 29210
chip_impl_metric{name="instance_count_along_the_most_critical_hold_path",unit=""} 0
chip_impl_metric{name="antenna_violating_nets_left",unit=""} 0
chip_impl_metric{name="design_power_total",unit="mW"} 42.58
chip_impl_info{name="layout_top_cells_excl_fill_tap",value="sky130_fd_sc_hd__edfxtp_1, sky130_fd_sc_hd__mux4_2, sky130_fd_sc_hd__nor2_1"} 1
chip_impl_metric{name="finalCritPeriodShare",unit=""} 0.3419
chip_impl_metric{name="grtUsageTotal",unit=""} 0.2299
chip_impl_info{name="critical-path-slowest-cell",value="sky130_fd_sc_hd__nor4_1"} 1
chip_impl_metric{name="post_route_cells_drive_above_1_share",unit=""} 0.2266
chip_impl_metric{name="die_height",unit="um"} 1447
chip_impl_metric{name="avgViaCountPerCell",unit=""} 5.672
chip_impl_metric{name="post_cts_setup_buffer_count",unit=""} 0
chip_impl_metric{name="routability_congestion_estimate",unit=""} 0.8911
chip_impl_metric{name="tightest_slew",unit="ps"} 1315
chip_impl_metric{name="synth_area",unit="um^2"} 835300
chip_impl_info{name="critPathMostFrequentCell",value="sky130_fd_sc_hd__buf_4"} 1
chip_impl_metric{name="drt_drc_violations_left",unit=""} 0
chip_impl_metric{name="average_wire_per_cell_in_the_routed_design",unit="um"} 30.02
chip_impl_metric{name="async_s_r_ff_share_synth",unit=""} 0.02485
chip_impl_metric{name="initial_antenna_violation_count",unit=""} 133
chip_impl_metric{name="clock_skew",unit="ps"} 77.00
chip_impl_metric{name="tns",unit="ps"} 0
chip_impl_metric{name="detailedRoute.firstPassIterationCount",unit=""} 6
chip_impl_info{name="yosys_most_used_dff",value="sky130_fd_sc_hd__edfxtp_1"} 1
chip_impl_metric{name="synth_cell_type_count",unit=""} 89
chip_impl_metric{name="setup_viol_count_final",unit=""} 0
chip_impl_info{name="final_layout_top_logic_cell",value="sky130_fd_sc_hd__edfxtp_1"} 1
chip_impl_metric{name="grt_util_met1",unit=""} 0.2565
chip_impl_metric{name="yosys_area",unit="um^2"} 835300
chip_impl_info{name="clock_tree_from_tritoncts",value="built"} 1
chip_impl_metric{name="timing.hold.ws",unit="ps"} 406.2
chip_impl_info{name="timing_worst_setup_path_type",value="in -> reg"} 1
chip_impl_metric{name="pin_count_of_the_biggest_net_entering_global_routing",unit=""} 140
chip_impl_info{name="grt_most_used_layer",value="met2"} 1
chip_impl_metric{name="synth_cells",unit=""} 41620
chip_impl_metric{name="critical_path.max_fanout",unit=""} 32
chip_impl_metric{name="syn-mean-instance-area",unit="um^2"} 20.07
chip_impl_metric{name="pin_count",unit=""} 204
chip_impl_info{name="timing.hold.worst.class",value="reg -> reg"} 1
chip_impl_metric{name="power_density_over_the_cells",unit="nW/um^2"} 45.03
chip_impl_metric{name="slowest_delay",unit="ps"} 980
chip_impl_metric{name="chipArea",unit="um^2"} 2094000
chip_impl_metric{name="detailroute.via_count",unit=""} 413800
chip_impl_metric{name="synth.yosys.num_cells",unit=""} 41620
chip_impl_metric{name="maxSlewViolCount",unit=""} 0
chip_impl_metric{name="fp_util",unit=""} 0.4012
chip_impl_metric{name="via_count_of_the_first_global_routing_pass",unit=""} 460100
chip_impl_metric{name="floorplan.rows",unit=""} 530
chip_impl_info{name="worst_setup_path_start_kind",value="primary input"} 1
chip_impl_metric{name="tool_warnings",unit=""} 92
chip_impl_info{name="crit_path_end_kind",value="register"} 1
chip_impl_metric{name="max-cap-violations",unit=""} 0
chip_impl_metric{name="dp_hpwl",unit="um"} 1362000
chip_impl_metric{name="clk_transition_reported_paths",unit="ps"} 60
chip_impl_metric{name="upper_clock_frequency_limit",unit="GHz"} 0.06196
chip_impl_metric{name="timing.slew.headroom",unit=""} 0.1179
chip_impl_metric{name="numClockSinks",unit=""} 21080
chip_impl_metric{name="globalRoute.totalOverflow",unit=""} 0
chip_impl_metric{name="clk-insertion-delay-late",unit="ps"} 1640
chip_impl_metric{name="placement.io_buffers",unit=""} 203
chip_impl_metric{name="clock_tree.buffer_depth",unit=""} 6
chip_impl_metric{name="yosysWarningCount",unit=""} 5
chip_impl_metric{name="use_met2",unit=""} 0.3297
chip_impl_metric{name="cts_resized",unit=""} 0
chip_impl_metric{name="power_leakage",unit="nW"} 299.1
chip_impl_metric{name="core_area",unit="um^2"} 2082000
chip_impl_metric{name="die_width",unit="um"} 1447
chip_impl_metric{name="arrival",unit="ps"} 17550
chip_impl_metric{name="number_of_buffers_added_by_the_clock_tree_synthesis_step",unit=""} 2207
chip_impl_metric{name="hold_viol",unit=""} 0
chip_impl_metric{name="synth-seq-area-share",unit=""} 0.7539
chip_impl_metric{name="cts_hold_buf",unit=""} 0
chip_impl_metric{name="number_of_h_tree_levels",unit=""} 8
chip_impl_metric{name="grt_pass1_wl",unit="um"} 3168000
chip_impl_metric{name="enable_flop_cells",unit=""} 20480
chip_impl_info{name="clk_root_buffer_cell",value="sky130_fd_sc_hd__clkbuf_16"} 1
chip_impl_metric{name="timing.final.ws_setup",unit="ps"} 31060
chip_impl_metric{name="worst_ep_required_time",unit="ps"} 48610
Yosys cell counts (93+ instances only):
cell	count	area share
sky130_fd_sc_hd__inv_1	779	0.0035
sky130_fd_sc_hd__edfxtp_1	20480	0.74
sky130_fd_sc_hd__buf_4	212	0.0019
sky130_fd_sc_hd__a31oi_1	137	0.0010
sky130_fd_sc_hd__a21oi_1	638	0.0038
sky130_fd_sc_hd__buf_1	214	0.00096
sky130_fd_sc_hd__xor2_1	97	0.0010
sky130_fd_sc_hd__clkbuf_1	873	0.0039
sky130_fd_sc_hd__nand4_1	127	0.00095
sky130_fd_sc_hd__nor3_1	210	0.0013
sky130_fd_sc_hd__buf_2	948	0.0057
sky130_fd_sc_hd__mux4_2	5404	0.15
sky130_fd_sc_hd__nand2_1	2613	0.012
sky130_fd_sc_hd__nand3_1	806	0.0048
sky130_fd_sc_hd__ha_1	348	0.0052
sky130_fd_sc_hd__mux2i_1	1085	0.013
sky130_fd_sc_hd__nor2b_1	109	0.00082
sky130_fd_sc_hd__a211oi_1	192	0.0017
sky130_fd_sc_hd__nor4_1	93	0.00070
sky130_fd_sc_hd__nor2_1	3082	0.014
sky130_fd_sc_hd__and3_1	249	0.0019
sky130_fd_sc_hd__a21o_1	110	0.00099
sky130_fd_sc_hd__o21ai_0	325	0.0019
sky130_fd_sc_hd__o22ai_1	483	0.0036
sky130_fd_sc_hd__xnor2_1	202	0.0021
sky130_fd_sc_hd__fa_1	160	0.0038
sky130_fd_sc_hd__dfrtp_1	500	0.015
where the power goes:
| part | total [mW] | switching, mW | internal [mW] | leakage [nW] |
|---|---|---|---|---|
| combinational | 5.09 | 2.96 | 2.13 | 73.4 |
| clock | 16.8 | 7.22 | 9.57 | 34.0 |
| sequential | 20.7 | 0.109 | 20.6 | 192 |
| total | 42.6 | 10.3 | 32.3 | 299 |
critical path: cells and delay by family:
| kind | cells | cell delay [ps] |
|---|---|---|
| buffers and inverters | 10 | 4870 |
| muxes | 3 | 1730 |
| and+or+nand+nor | 3 | 1290 |
cell type report:
type,instances,area (um^2),share of cell area
clock inverter,1170,11130,0.01177
clock buffer,2805,58840,0.06223
inverter,785,2952,0.003122
sequential,21080,629700,0.6660
multi-input combinational,17470,193000,0.2041
tap,27660,34610,0.03661
timing repair buffer,1804,14870,0.01572
antenna,177,442.9,0.0004684
metal layers:
| layer | wire length [um] | share of wire | up-vias |
|---|---|---|---|
| li1 | - | - | 173600 |
| met1 | 670600 | 0.31 | 209500 |
| met2 | 1014000 | 0.46 | 26430 |
| met3 | 407100 | 0.19 | 4059 |
| met4 | 93190 | 0.043 | 195 |
| met5 | 5435 | 0.0025 | - |
flip-flops by register name (all words and copies together) (netlist names), 10 cells and up:
signal and count:
gen_neurons.core_inst.synapse_idx 90, gen_neurons.core_inst.neuron_inst.potential 160, gen_neurons.core_inst.busy 10, gen_neurons.core_inst.syn_ram_inst.weight_out 80
gen_neurons.core_inst.state 30, gen_neurons.core_inst.lif_update_en 10, gen_neurons.core_inst.syn_ram_inst.memory 20480, spike_sr 10
gen_neurons.core_inst.neuron_inst.fire 10, rng_inst.state 27, gen_neurons.core_inst.current_sum 160
final timing paths:
check	startpoint	endpoint	slack (ps)
setup / recovery	program_mode	gen_neurons[9].core_inst.syn_ram_inst.weight_out[3]	31060
hold / removal	spike_sr[6]	spike_sr[7]	410
setup reg to reg	gen_neurons[0].core_inst.synapse_idx[0]	gen_neurons[0].core_inst.syn_ram_inst.weight_out[5]	40130
hold reg to reg	spike_sr[6]	spike_sr[7]	410
max in group asynchronous	rst_n	gen_neurons[0].core_inst.current_sum[14]	36070
min in group asynchronous	rst_n	asynchronous set/reset pin	7800
metrics by stage:
stage	instance area [um^2]	std cells	utilization
5_1_grt	945300	72860	0.4540
4_1_cts	945100	72780	0.4539
3_3_place_gp	875100	68800	0.4203
2_1_floorplan	835300	41620	-
3_5_place_dp	875100	68800	0.4203
6_report	945600	72960	0.4541
cells by family (layout without fill, tap and decap cells):
group | Yosys count | after routing | share of synthesized area
mux | 6504 | 6504 | 0.1589
fa+ha+maj | 508 | 508 | 0.009047
buf+inv | 3065 | 6564 | 0.01645
xor+xnor | 299 | 299 | 0.003135
other cells | 0 | 177 | 0
flops | 21080 | 21080 | 0.7539
compound gates | 2585 | 2585 | 0.02022
simple gates | 7572 | 7572 | 0.03836
Power figures rest on the tool's default switching activity, not on a simulated workload.
